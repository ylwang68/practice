==> design/flow/run.sh <==
#!/bin/bash
# OpenROAD 26Q1-2900-gdf79404cd8, Yosys 0.63+post, stock flow scripts
make -C /OpenROAD-flow-scripts/flow DESIGN_CONFIG=/design/flow/config.mk WORK_HOME=/design/flow/orfs finish
==> design/flow/config.mk <==
export PLATFORM = sky130hd
export DESIGN_NAME = mem_wb
export DESIGN_NICKNAME = mem_wb
export VERILOG_FILES = /design/flow/design.v
export SDC_FILE = /design/flow/constraint.sdc
export NUM_CORES = 4
export LEC_CHECK = 1
export CORE_UTILIZATION = 50
==> design/flow/constraint.sdc <==
current_design mem_wb

set clk_period 5.7
set clk_io_pct 0.2

create_clock -name clk0 -period $clk_period [get_ports {clk}]

set non_clock_inputs [all_inputs -no_clocks]
set_input_delay [expr $clk_period * $clk_io_pct] -clock clk0 $non_clock_inputs
set_output_delay [expr $clk_period * $clk_io_pct] -clock clk0 [all_outputs]
==> design/flow/design.v <==
module mem_wb(
    input wire   clk,
	input wire   rst,
	input wire[5:0]               stall,
	input wire[4:0]  mem_wd,
	input wire               mem_wreg,
	input wire[31:0]      mem_wdata,
	input wire[31:0]           mem_hi,
	input wire[31:0]           mem_lo,
	input wire                    mem_whilo,
	output reg[4:0]  wb_wd,
	output reg               wb_wreg,
	output reg[31:0]      wb_wdata,
	output reg[31:0]          wb_hi,
	output reg[31:0]          wb_lo,
	output reg                   wb_whilo
);
    always @ (posedge clk) begin
	    if(rst == 1'b1) begin  
		    wb_wd <= 5'b00000;
			wb_wreg <= 1'b0;
			wb_wdata <= 32'h00000000;
			 wb_hi <= 32'h00000000;
		  wb_lo <= 32'h00000000;
		  wb_whilo <= 1'b0;
		end else if(stall[4] == 1'b1 && stall[5] == 1'b0) begin
			wb_wd <= 5'b00000;
			wb_wreg <= 1'b0;
		  wb_wdata <= 32'h00000000;
		  wb_hi <= 32'h00000000;
		  wb_lo <= 32'h00000000;
		  wb_whilo <= 1'b0;		
		end else if(stall[4] == 1'b0) begin
		    wb_wd <= mem_wd;
			wb_wreg <= mem_wreg;
			wb_wdata <= mem_wdata;
			wb_hi <= mem_hi;
			wb_lo <= mem_lo;
			wb_whilo <= mem_whilo;
		end
	end
endmodule
==> results.ini <==
[worst_setup_path]
crit_type=input pin to register
worst_ep_required_time_ns=5.91
r2r_start=wb_wdata[16]
cp.arrival_ns=2.69
cp_slowest_cell=buf_4
cp.depth=4
rr_endpoint=wb_wdata[16]
end_kind=register
reg2reg_setup_slack_ns=5.01
startpoint_type=input pin
max_stage_delay_ns=0.71
cp_max_fo=83
cp_cell_sequence=buf_4, buf_4, nand2b_1, a21oi_2
cpMostUsedCell=buf_4
crit_family=buffers and inverters
crit_buf_inv=2
reg2regPathDepth=2

[placement]
io_buffer_count=209
dpl.hpwl_mm=6.97
place_inst=730
place.gp.congestion=0.825
dp_slack_ns=2.87

[power_and_ir_drop]
finalPower_mw=1.41
p_leak_nw=2.17
powerDensity_mw_per_mm2=217
ir_worst_vdd_mv=0.153

[sta]
worstMarginPinSlew_ns=0.815
fin_ws_ns=3.22
hold_slack_ns=0.477
finalClockSkew_ns=0
finalSetupTns_ns=0
slew-limit-headroom_pct=45.7
min_period_ns=2.48
grt_setup_unrepaired=false
finalHoldViolations=0
clock.fmax_mhz=404
slew_violations=0
setup_violations=0
fin_crit_sh_pct=43.5

[final_layout]
syn_to_final_growth_pct=48.2
drive_gt1_share_pct=15.8
nFillCells=554
layout.cells.non_filler=745

[detailed_routing]
antenna_left=0
wl_per_cell_um=14.2
routed_wl_mm=10.6
diodes=0
drtIter0Drc=95
vias_per_cell=4.99
first_pass_iters=6
num_vias=3719
drc=0

[clock_tree]
cts_tree=yes
cts_sinks=103
h-tree-depth=3
cts.repair.resized=0
cts_root_buf=clkbuf_8
cts_made_buffers=9
post_cts_buffers=0
clk_pin_slew_ns=0.09
clock.latency.late_pin_ns=0.34
clk_path_buf_depth=2
ctsHoldBuffers=0

[synthesis]
ff_type=dfxtp_1
ys_async_sr_fraction_pct=0
ys.flops=103
top_area_cell=dfxtp_1
yosysSeqAreaShare_pct=47.0
ys_cells=457
syn_inst=457
top_cells_by_area=dfxtp_1 (47%), nand2b_1 (15%), nand3_2 (9.1%), a21oi_2 (8.0%), a21oi_1 (7.2%)
top_cells_by_count=dfxtp_1 (103), nand2b_1 (103), a21oi_1 (63), nand3_1 (63)
edf_count=0
netlist_area_mm2=0.00438
synth_cell_types=12
synth.top_cell.area_share_pct=47.0
syn_avg_cell_area_um2=9.59
ys_area_mm2=0.00438
yosys_warnings=1

[global_route]
grt_pass1_vias=3398
track_usage_pct=23.4
grt_overflow=0
grt_max_degree=84
antenna_found_initial=0
grt_pass1_wl_mm=16.4

[min_path]
whs_endpoint=wb_lo[28]
min_path_type=register to register
hold_start=wb_lo[28]
min_path_cells=2

[status]
outcome=finished clean

[die]
die_x_um=95.6
core_mm2=0.00834
die_area_mm2=0.00915
ios=214
fp.dieH_um=95.6
rows=33
fp_util_pct=52.6

[run]
tool_warnings=30
drv_cap=0

routing by layer:
metal / global-route usage, % / wire [µm] / vias up
li1: - / - / 1899
met1: 32.3 / 4510 / 1697
met2: 37.4 / 4980 / 117
met3: 9.08 / 1000 / 6
met4: 1.99 / 80 / 0
met5: 0 / 0 / -
kinds of logic (layout without fill, tap and decap cells):
| kind of cell | count (synthesis) | count (layout) | share of synthesized area [%] |
|---|---|---|---|
| AOI/OAI and AO/OA | 103 | 103 | 15.2 |
| and+or+nand+nor | 206 | 206 | 31.0 |
| DFF | 103 | 103 | 47.0 |
| buffers and inverters | 45 | 228 | 6.76 |
area by class of cell:
class | instances | area [µm²] | area share, %
Clock inverter | 5 | 36.3 | 0.558
Sequential cell | 103 | 2060 | 31.7
Multi-Input combinational cell | 309 | 2030 | 31.2
Tap cell | 105 | 131 | 2.02
Timing Repair Buffer | 213 | 2110 | 32.5
Clock buffer | 10 | 128 | 1.96
flip-flops by register name, summed over array words and instances, names as in the netlist:
register / cells
wb_wreg: 1
wb_hi: 32
wb_wdata: 32
wb_wd: 5
wb_lo: 32
wb_whilo: 1
report_power, final:
group / switching (mW) / internal [mW] / total (mW)
combinational: 0.0863 / 0.155 / 0.241
clock: 0.242 / 0.157 / 0.398
sequential: 0.0188 / 0.754 / 0.773
worst register-to-register path, cell delays in order (launching register included):
cell and delay, ns:
dfxtp_1 0.35, nand3_1 0.08, a21oi_1 0.18
stage by stage:
stage | util [%] | instance area [µm²]
after global placement | 75.9 | 6330
after CTS | 77.9 | 6500
after global routing | 77.9 | 6500
after detailed placement | 75.9 | 6330
after floorplan | - | 4380
final | 77.9 | 6500
worst max-delay path by stage:
stage	slack, ns	to	startpoint
after CTS	3.26	wb_lo[1]	stall[4]
after global routing	3.08	wb_hi[15]	stall[4]
final	3.22	wb_lo[1]	stall[4]
cells in the final DEF, fill, tap and decap left out:
master,count
clkdlybuf4s50_1,206
clkinvlp_4,3
clkinv_2,1
nand3_1,63
buf_4,7
a21oi_2,40
clkinv_4,1
clkbuf_1,1
dfxtp_1,103
nand3_2,40
nand2b_1,103
clkbuf_8,9
a21oi_1,63
