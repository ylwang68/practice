**design/flow/design.v**
```verilog
module if_id(
    input wire  clk,
	input wire  rst,
	input wire[5:0] stall,
	input wire[31:0]  if_pc,
	input wire[31:0]  if_inst,
	output reg[31:0]  id_pc,
	output reg[31:0]  id_inst
);
    always @ (posedge clk) begin
	    if (rst == 1'b1) begin
		    id_pc <= 32'h00000000;
			id_inst <= 32'h00000000;
		end else if(stall[1] == 1'b1 && stall[2] == 1'b0) begin
		    id_pc <= 32'h00000000;
			id_inst <= 32'h00000000;
		end else if(stall[1] == 1'b0) begin
			id_pc <= if_pc;
			id_inst <= if_inst;
		end
	end
endmodule
```
**design/flow/constraint.sdc**
```tcl
current_design if_id

set clk_period 4.6
set clk_io_pct 0.2

create_clock -name clk0 -period $clk_period [get_ports {clk}]

set non_clock_inputs [all_inputs -no_clocks]
set_input_delay [expr $clk_period * $clk_io_pct] -clock clk0 $non_clock_inputs
set_output_delay [expr $clk_period * $clk_io_pct] -clock clk0 [all_outputs]
```
**design/flow/config.mk**
```make
export PLATFORM = sky130hd
export DESIGN_NAME = if_id
export DESIGN_NICKNAME = if_id
export VERILOG_FILES = /design/flow/design.v
export SDC_FILE = /design/flow/constraint.sdc
export NUM_CORES = 4
export LEC_CHECK = 1
export CORE_UTILIZATION = 40
```
**design/flow/run.sh**
```bash
#!/bin/bash
# OpenROAD 26Q1-2900-gdf79404cd8, Yosys 0.63+post, stock flow scripts
make -C /OpenROAD-flow-scripts/flow DESIGN_CONFIG=/design/flow/config.mk WORK_HOME=/design/flow/orfs finish
```
==> out/qor.csv <==
metric,value,unit
outcome,completed,
clkPwrFrac,0.423,
cp.required,3.68,ns
tns,0,ns
ys_cells,284,
post_cts_resized,0,
clock-root-buffer,clkbuf_8,
area_delta_synth_final,55.7,%
postRouteAntennaNets,0,
critical_path_class,reg2out,
warning_count,30,
grt_setup_unrepaired,false,
finalClockPeriodUsage,0.456,
drc,0,
top_cells_by_area,"dfxtp_1, nand2b_1, a21oi_1",
yosys.stat.seqShare,0.480,
final_cell_mix,"clkdlybuf4s50_1, nand2b_1, dfxtp_1",
netSwitchingFraction,0.222,
hold_path_class,reg2reg,
grt_max_degree,88,
gp_congestion,0.722,
crit_buf_inv,1,
top_cell_area_share,0.480,
portBuffers,131,
initCoreUtil,0.418,
first_pass_iters,4,
synth-area-yosys,2670,µm²
report.final.setup_viol,0,
cts_max_level,3,
grt_pass1_wl,10900,µm
synth_area_leader_cell,dfxtp_1,
crit_chain,clkdlybuf4s50_1,
worstMarginPinSlew,0.787,ns
placed_cell_area,3920,µm²
drive_gt1_frac,0.153,
grt_pass1_vias,2266,
synth.area.mux_share,0,
max_freq,477,MHz
combPwrFrac,0.136,
critPathMaxFanout,2,
die_x,83.7,µm
num_vias,2373,
clkTransAtPathRegs,0.07,ns
cts_tree,done,
first_iter_violations,95,
report.final.slew_viol_count,0,
cts_hold_buf,0,
slew_headroom,0.475,
power.leakage,1.42,nW
chipArea,7000,µm²
via_per_inst,4.91,
io_pins,136,
num_rows,29,
synthSimpleGateAreaFrac,0.308,
fin_crit,2.10,ns
crit_path_end_kind,output port,
antenna_found_initial,0,
postSynthCellCount,284,
path_delay_family,buffers and inverters,
p_per_area,324,nW/µm²
syn-cell-area,2670,µm²
max_stage_delay,0.47,ns
antenna_cells,0,
cap_violations,0,
power.total,1.35,mW
cts_setup_buffers,0,
mostFrequentLayoutCell,clkdlybuf4s50_1,
cts_buffer_depth,2,
netlist_logic_family_top,simple AND/OR/NAND/NOR gates,
cp_slowest_cell,clkdlybuf4s50_1,
syn_area_per_cell,9.40,µm²
ys_sh_aoi,0.148,
nFillCells,544,
clock_latency,0.33,ns
peakVddDrop,0.331,mV
cts_inserted_buffers,9,
cts.sinks,64,
ys_warn_count,1,
synthXorXnorAreaFrac,0,
hold_viol_final,0,
grt_usage,0.197,
p_int,1.05,mW
switchingPower,0.299,mW
crit_arrival,1.18,ns
ys_sh_adder,0,
fin_skew,0,ns
synth-seq-cells,64,
dpl.hpwl,4090,µm
die_h,83.7,µm
overflow,0,
core_area,6390,µm²
crit_path_start_kind,flop,
ys_types,11,
wl_per_cell,13.6,µm
wl,6550,µm
post-route-cell-area,4160,µm²
seq_power_share,0.442,
finish.utilization,0.651,
[metal layers]
metal | wire length (µm) | vias up | global-route usage | part of all wire
met5 | 0 | - | 0 | 0
met4 | 55 | 0 | 0.0139 | 0.0084
met3 | 675 | 6 | 0.0803 | 0.10
met2 | 2740 | 93 | 0.287 | 0.42
met1 | 3070 | 1072 | 0.298 | 0.47
li1 | - | 1202 | - | -
[power by group through the flow]
stage         clock, mW  sequential [mW]  combinational [mW]
CTS               0.583            0.596               0.186
global route      0.608            0.599               0.201
finish            0.570            0.595               0.183
[logic make-up after synthesis]
logic type / Yosys count
buffers and inverters: 28
AND-OR/OR-AND: 64
AND/OR/NAND/NOR: 128
flip-flops: 64
[flip-flops by register name, summed over array words and instances (netlist names)]
register	flops
id_inst	32
id_pc	32
[path summary, 6_finish.rpt]
kind / startpoint / end / slack, ns / cells after the start
worst max register to register: id_inst[19] / id_inst[19] / 3.92 / 2
worst max-delay path: id_inst[19] / id_inst[19] / 2.50 / 1
worst min register to register: id_inst[28] / id_inst[28] / 0.47 / 2
worst min-delay path: id_inst[28] / id_inst[28] / 0.47 / 2
[final cells by class]
class	instances	area (µm²)	area share
well taps	77	96.3	0.0232
flip-flops and latches	64	1280	0.308
multi-input cells	192	1220	0.293
repair buffers	134	1320	0.318
clock buffers	12	165	0.0397
clock inverters	4	75.1	0.0181
[cell usage after synthesis, drive strengths merged]
library cell and n:
nand3 64, dfxtp 64, a21oi 64, buf 18, clkbuf 10, nand2b 64
[per-stage QoR]
step	instances	hold WS, ns	worst slack, ns
after floorplan	284	0.433	3.05
after global placement	467	0.454	2.21
after detailed placement	467	0.466	2.19
after CTS	483	0.477	2.49
after global routing	483	0.493	2.41
final	483	0.470	2.50
