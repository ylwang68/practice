[flow/design.v]
module hilo_reg(
    input wire clk,
	input wire rst,
	input wire we,
	input wire[31:0] hi_i,
	input wire[31:0] lo_i,
	output reg[31:0] hi_o,
	output reg[31:0] lo_o,
);
    always @ (posedge clk) begin
	    if (rst == 1'b1) begin
		    hi_o <= 32'h00000000;
			lo_o <= 32'h00000000;
		end else if(we == 1'b1) begin
		    hi_o <= hi_i;
			lo_o <= lo_i;
		end
	end
endmodule
[flow/run.sh]
#!/bin/bash
# OpenROAD 26Q1-2900-gdf79404cd8, Yosys 0.63+post, stock flow scripts
make -C /OpenROAD-flow-scripts/flow DESIGN_CONFIG=/design/flow/config.mk WORK_HOME=/design/flow/orfs finish
[flow/config.mk]
export PLATFORM = sky130hd
export DESIGN_NAME = hilo_reg
export DESIGN_NICKNAME = hilo_reg
export VERILOG_FILES = /design/flow/design.v
export SDC_FILE = /design/flow/constraint.sdc
export NUM_CORES = 4
export LEC_CHECK = 1
export CORE_UTILIZATION = 30
[flow/constraint.sdc]
current_design hilo_reg

set clk_period 1.0
set clk_io_pct 0.2

create_clock -name clk0 -period $clk_period [get_ports {clk}]

set non_clock_inputs [all_inputs -no_clocks]
set_input_delay [expr $clk_period * $clk_io_pct] -clock clk0 $non_clock_inputs
set_output_delay [expr $clk_period * $clk_io_pct] -clock clk0 [all_outputs]
==> CHANGELOG.md <==
### Metrics

- Final Setup Violations: 0
- Yosys chip area: between 0.002 and 0.0025 mm²
- WHS Endpoint: lo_o[31]
- Drt total wl: 5360 µm
- Cell Chain, Critical Path: buf_2
- CTS tree: built
- Cell type with the largest total area: dfxtp_1
- Die height: 89.4 µm
- Synth top area share: between 50% and 60%
- Number of global-route vias before repair: 1718
- Non-Filler Instances: approximately 440
- Area delta synth->final: 59.5%
- I/O Pins: between 100 and 150
- Row count: 31
- WHS Path Cells: 3
- Pleak: 1.79 nW
- Synth flops: about 64
- Ys flop type: dfxtp_1
- Critical path endpoint category: output pin
- Final tally of hold violations: 0
- Final WS setup: between 0.04 and 0.05 ns
- Buffers and inverters on the worst path: 1
- Final ANT Viol Nets: 0
- Tool warnings: 26
- DP Area: roughly 0.0037 mm²
- Critical path arrival: 0.76 ns
- Tightest Hold Check Type: in2reg
- Maximum VDD drop: between 0.6 and 0.7 mV
- Drt first pass iters: 3
- Number of cells in Yosys stat: 206
- Post-synthesis cell type count: 7
- FMAX: between 1000 and 1500 MHz
- RSZ-0062 raised after global routing: true
- 1st-iter DRT viols: 45
- CP max-delay cell: dfxtp_2
- PD cells: about 1600 mW/mm²
- Status: finished, final reports clean
- EDFF count, synth: 0
- Overall routing resource usage: around 13%
- Avg WL per Cell: about 12 µm
- Hold Buf Count CTS: 0
- Post-Syn Area: approximately 0.0023 mm²
- Fp util: a little under a third
- Die area: around 0.008 mm²
- PnR Total Power: 5.75 mW
- IO buf count: approximately 130
- Worst R2R Setup Slack: 0.39 ns
- Fin area: 0.00365 mm²
- H-tree levels: 3
- First-pass GRT wire length: 8090 µm
- Pre-CTS setup slack: -0.00505 ns
- Reg2reg end: hi_o[0]
- Syn_area_per_cell: 11.1 µm²
- Period minus WS final: about 0.96 ns
- Antenna fix cells: 0
- Seq/Total Area, Yosys: 55.9%
- CTS sink count: around 64
- Crit Path Category: reg2out
- Reg-to-Reg Start: hi_o[0]
- Cells on worst reg2reg path: 2
- Worst path required time: approximately 0.80 ns
- HP Start: rst
- Worst slew pin tran: between 0.1 and 0.15 ns
- GRT Residual Overflow: 0
- Die X: 89.4 µm
- Fraction of layout cells with a size suffix above 1: a little over two fifths
- Synth Instances: around 210
- Max-Slew Margin vs Limit: about nine tenths
- CP max stage delay: 0.32 ns
- Max-cap violations: 0
- Critical Path Fanout Max: 2
- Post-CTS sizing: 256
- Top cells by area: dfxtp_1, mux2i_1, nor2_1
- Cycle use final: about 96%
- DP Wirelength: 3780 µm
- Crit path max-delay family: flip-flops
- Clk pin slew, worst setup/hold paths: ~0.070 ns
- Placer congestion estimate: around 0.75
- Pin count of the biggest net entering global routing: 38
- Synth Warn #: 1
- Buffer count from post-CTS setup fixing: 0
- Worst Setup SP: hi_o[19]
- Initial antenna violation count: 0
- Residual DRC: 0
- Via Count: between 1500 and 2000
- Top cells by count: dfxtp_1, mux2i_1, nor2_1, buf_1, buf_8
- WP depth: 1
- Asr flop ratio synth: 0%
- Placed Cells: ~430
- Max Root-Sink Buffers: 2
- CP startpoint kind: flip-flop
- Max Clock Skew: 0 ns
- Vias per cell: approximately 4.2
- CTS root buffer: clkbuf_8
- Total core area: between 0.007 and 0.008 mm²
- Clk latency late pin: roughly 0.33 ns
- Total CTS buffers: 9
- Final slew viol count: 0
logic make-up (layout without fill, tap and decap cells):
group                  count (synthesis)  count (layout)  synth area share (%)
DFF                                   64              64                  55.9
and+or+nand+nor                       64              64                  10.5
muxes                                 64              64                  28.0
buffers and inverters                 14             153                  5.63
how the worst max path moves through the flow:
stage                       to  slack, ns
after global routing  lo_o[13]     -0.006
after CTS             hi_o[19]       0.02
final                 hi_o[19]       0.04
power breakdown:
part / switching, mW / total (mW) / internal, mW
registers: 0.0641 / 2.80 / 2.73
logic: 0.248 / 0.753 / 0.505
clock network: 0.922 / 2.20 / 1.28
area by class of cell:
class,instances,area [µm²]
sequential,64,1360
fill,668,3680
clock buffer,13,159
multi-input combinational,128,881
clock inverter,3,40.0
timing repair buffer,137,1090
tap,99,124
metrics by stage:
| step | hold WS [ns] | setup TNS, ns | util (%) |
|---|---|---|---|
| after floorplan | 0.347 | 0 | - |
| after global placement | 0.471 | 0 | 50.4 |
| after detailed placement | 0.479 | -0.00505 | 50.4 |
| after CTS | 0.266 | 0 | 49.8 |
| after global routing | 0.277 | -0.0340 | 49.8 |
| final | 0.277 | 0 | 49.8 |
registers in the layout (all words and copies together), names as in the netlist:
name  flops
hi_o     32
lo_o     32
placed cells by master (no fill, tap or decap):
cell             synthesis  routed
buf_2                    0      65
dfxtp_2                  0      64
mux2i_1                 64      64
clkbuf_8                 0      11
bufinv_16                0       1
clkinv_2                 0       2
nor2_1                  64      64
buf_4                    0       3
clkdlybuf4s50_1          0      64
buf_12                   0       5
clkbuf_1                 0       2
routing by layer:
metal	GRT usage [%]	share of wire (%)	wire length, µm	vias to the layer above
met4	2.02	1.3	68	0
met1	18.0	45	2390	827
met3	4.96	9.2	494	7
met5	0	0	0	-
li1	-	-	-	949
met2	21.6	45	2410	72
Power is estimated from default activity; no workload was simulated.
